[./run.sh]
#!/bin/bash
# OpenROAD 26Q1-2900-gdf79404cd8, Yosys 0.63+post, stock flow scripts
make -C /OpenROAD-flow-scripts/flow DESIGN_CONFIG=/design/flow/config.mk WORK_HOME=/design/flow/orfs finish
[./config.mk]
export PLATFORM = sky130hd
export DESIGN_NAME = FA
export DESIGN_NICKNAME = FA
export VERILOG_FILES = /design/flow/design.v
export SDC_FILE = /design/flow/constraint.sdc
export NUM_CORES = 4
export LEC_CHECK = 1
export CORE_AREA = 10 10 70 70
export DIE_AREA = 0 0 80 80
[./constraint.sdc]
current_design FA

set clk_period 2.1
set clk_io_pct 0.2

create_clock -name clk0 -period $clk_period [get_ports {clk}]

set non_clock_inputs [all_inputs -no_clocks]
set_input_delay [expr $clk_period * $clk_io_pct] -clock clk0 $non_clock_inputs
set_output_delay [expr $clk_period * $clk_io_pct] -clock clk0 [all_outputs]
[./design.v]
module FA(
 input clk,
 input [3:0] a,
 input [3:0] b,
 output reg [4:0] sum
);
always@(posedge clk)begin
	sum <= a+b;
end
endmodule
==> flow_summary_export.csv <==
group,metric,value,unit
global_routing,gr-total-overflow,0,
critical_path,worstSetupStartpointType,"primary input",
final_layout,lay_top_count,"clkdlybuf4s50_1",
final_layout,mostFrequentLayoutCells,"13 x clkdlybuf4s50_1, 5 x dfxtp_1, 4 x inv_1, 4 x ha_1, 3 x clkbuf_4",
routing,via_per_inst,2.15,
final_timing,report.final.hold_viol_count,0,
global_routing,track_usage,1.69,%
clock_network,clockBufferDepth,2,
floorplan,fp_util,6.92,%
clock_network,cts_tree,"yes",
synthesis,ys_area,236,um^2
routing,n_antenna_cell,0,
final_layout,logic_area,121,um^2
synthesis,yosysCellCount,21,
routing,post_drt_wl_per_cell,6.35,um
final_layout,nFillCells,392,
routing,finalWirelength,533,um
power,seqPwrFrac,39.3,%
placed_design,placed_cells,80,
synthesis,yosys.area_share.simple,5.29,%
routing,first_pass_iters,2,
final_timing,max_freq,637,MHz
status,outcome,"finished, final reports clean",
final_timing,fin_crit_sh,74.8,%
critical_path,critPathArrivalTime,1.75,ns
synthesis,netlist.area_leader.share,42.3,%
clock_network,ctsRootBufferMaster,"clkbuf_4",
synthesis,area_leaders,"dfxtp_1 42%, ha_1 21%, fa_1 8.5%, xnor2_1 7.4%, inv_1 6.3%",
final_timing,drv_slew,0,
final_layout,stdcell_area,450,um^2
final_layout,drive_gt1_share,10.5,%
placed_design,post_dp_cell_area,424,um^2
clock_network,post_cts_resize_count,0,
floorplan,rows,21,
final_layout,largest-register,"sum",
power,clkPwrFrac,36.8,%
power,power_density,640,mW/mm^2
job,cap_violations,0,
clock_network,clock_sinks,5,
critical_path,critPathKind,"primary input to flop",
clock_network,cts_max_level,1,
final_timing,period_minus_slack,1.57,ns
final_layout,largest_register_ff_count,5,
clock_network,clk_pin_slew_worst_paths,0.04,ns
global_routing,grt_max_degree,4,
synthesis,synth_area,236,um^2
power,switching_power,55.5,uW
final_timing,worstMarginPinSlew,0.133,ns
routing,initialDrtViolationCount,3,
synthesis,yosysTopAreaCell,"dfxtp_1",
global_routing,grt_pass1_wl,814,um
floorplan,dieArea,0.00640,mm^2
critical_path,crit_required,2.28,ns
routing,num_vias,181,
synthesis,synthAoiAreaFrac,8.99,%
floorplan,coreArea,0.00342,mm^2
final_layout,top_regs,"sum x5",
synthesis,synth.distinct_cells,10,
critical_path,path_max_fanout,2,
power,p_leak,0.186,nW
job,warnings,25,
routing,route.detailed.drc,0,
synthesis,mux_share,0,%
power,irDropWorstVdd,0.0000888,V
final_layout,register_area,100,um^2
placed_design,port-buffer-count,13,
placed_design,dp_hpwl,513,um
placed_design,gp_congestion,0.739,
synthesis,xor_area_share,7.41,%
power,p_sw_share,19.2,%
global_routing,antenna_found_initial,0,
routing,postRouteAntennaNets,0,
global_routing,first_global_vias,173,
final_layout,syn_to_final_growth,90.5,%
final_timing,setup_viol,0,
synthesis,syn_area_per_cell,11.3,um^2
final_timing,max-slew-margin-rel,91.0,%
clock_network,cts_buffers,3,
floorplan,die_h,80,um
floorplan,die_x,80,um
critical_path,cp-end-kind,"flop",
synthesis,ys_ff,5,
final_layout,final_cells,84,
synthesis,ys.warnings.count,1,
clock_network,hold_buffers,0,
synthesis,ys_seq_share,42.3,%
power,combPwrFrac,23.8,%
clock_network,post-cts-setup-buffers,0,
synthesis,synth_cells,21,
floorplan,io_pins,14,
final_timing,fin_tns_setup,0,ns
hold_path,min_path_type,"primary input to flop",
power,internal_power,233,uW
synthesis,adder_share,29.6,%
final_timing,rsz0062_at_grt,"no",
synthesis,ys_top_logic_family,"adder cells",
==> area by class of cell <==
| type | count | share of cell area (%) |
|---|---|---|
| Timing Repair Buffer | 13 | 28.9 |
| Sequential cell | 5 | 22.2 |
| Multi-Input combinational cell | 12 | 26.9 |
| Clock buffer | 4 | 5.83 |
| Inverter | 4 | 3.33 |
| Tap cell | 46 | 12.8 |
==> worst max-delay path: stages <==
cell,delay [ns]
clkdlybuf4s50_1,0.46
ha_1,0.16
inv_1,0.05
fa_1,0.40
nor2b_1,0.12
o21ai_0,0.07
nand2b_1,0.06
==> Yosys cell counts <==
cell type / instances
dfxtp_1: 5
nand2b_1: 1
ha_1: 4
fa_1: 1
nor2b_1: 1
xnor2_1: 2
a21oi_2: 1
o21ai_0: 1
inv_1: 4
a21o_1: 1
==> power groups by stage <==
| stage | sequential (mW) | combinational [mW] | clock, mW |
|---|---|---|---|
| finish | 0.113 | 0.0687 | 0.106 |
| global route | 0.115 | 0.0784 | 0.125 |
| CTS | 0.113 | 0.0707 | 0.113 |
==> path summary, 6_finish.rpt <==
kind / to / from / depth (start not counted) / slack, ns
max: sum[4]$_DFF_P_ / a[0] / 7 / 0.53
min: sum[0]$_DFF_P_ / b[0] / 2 / 0.79
==> stage by stage <==
stage          hold WS [ns]  setup WS (ns)  power, mW  util [%]
2_1_floorplan         0.540          0.819      0.137         -
3_3_place_gp           1.03          0.297      0.184      12.4
3_5_place_dp           1.03          0.267      0.185      12.4
4_1_cts               0.782          0.521      0.297      13.2
5_1_grt               0.786          0.450      0.319      13.2
6_report              0.791          0.530      0.288      13.2
==> logic make-up (layout without fill, tap and decap cells) <==
family                     count (synthesis)  count (layout)
AOI/OAI and AO/OA                          3               3
xor gates and xnor gates                   2               2
adders and majority gates                  5               5
buffers and inverters                      4              21
DFF                                        5               5
and+or+nand+nor                            2               2
==> metal layers <==
| layer | track usage, % | routed length, um |
|---|---|---|
| met1 | 1.20 | 108 |
| met2 | 3.29 | 339 |
| met3 | 1.14 | 86 |
| met4 | 0.704 | 0 |
| met5 | 0 | 0 |
No activity file was given, so power comes from the tool's default toggle rates.
